**flow/run.sh**
```bash
#!/bin/bash
# OpenROAD 26Q1-2900-gdf79404cd8, Yosys 0.63+post, stock flow scripts
make -C /OpenROAD-flow-scripts/flow DESIGN_CONFIG=/design/flow/config.mk WORK_HOME=/design/flow/orfs finish
```
**flow/config.mk**
```make
export PLATFORM = sky130hd
export DESIGN_NAME = cdc_demo_top
export DESIGN_NICKNAME = cdc_demo_top
export VERILOG_FILES = /design/flow/design.v
export SDC_FILE = /design/flow/constraint.sdc
export NUM_CORES = 4
export LEC_CHECK = 1
export CORE_UTILIZATION = 50
```
**flow/constraint.sdc**
```tcl
current_design cdc_demo_top

set clk_period 3.7
set clk_io_pct 0.2

create_clock -name clk0 -period $clk_period [get_ports {clk_rx}]
create_clock -name clk1 -period $clk_period [get_ports {clk_sys}]

set non_clock_inputs [all_inputs -no_clocks]
set_input_delay [expr $clk_period * $clk_io_pct] -clock clk0 $non_clock_inputs
set_output_delay [expr $clk_period * $clk_io_pct] -clock clk0 [all_outputs]
```
**flow/design.v**
```verilog
`timescale 1ns/1ps
module cdc_demo_top (
	input wire clk_rx,   
	input wire clk_sys,  
	input wire rst,      
	input wire [7:0] rx_data,   
	input wire rx_valid,        
	output wire [7:0] tx_data,  
	output wire tx_valid,       
	output wire led             
);
wire rx_valid_sync;
cdc_sync u_cdc_sync (
	.clk_dst(clk_sys),
	.rst(rst),
	.signal_src(rx_valid),
	.signal_dst(rx_valid_sync)
);
reg wr_en;
reg rd_en;
wire [7:0] fifo_dout;
wire fifo_empty;
always @(posedge clk_rx or posedge rst) begin
	if (rst)
		wr_en <= 0;
	else
		wr_en <= rx_valid;
end
always @(posedge clk_sys or posedge rst) begin
	if (rst)
		rd_en <= 0;
	else
		rd_en <= rx_valid_sync;
end	
fifo u_fifo(
	  .clk_rx(clk_rx),
	  .clk_tx(clk_sys),
	  .rst(rst),
	  .wr_en(wr_en),
	  .rd_en(rd_en),
	  .data_in(rx_data),
	  .data_out(fifo_dout),
	  .empty(fifo_empty)
);
assign tx_data = fifo_dout;
assign tx_valid = ~fifo_empty;
reg led_reg;
always @(posedge clk_sys or posedge rst) begin
	if (rst)
		led_reg <= 0;
	else if (rd_en)
		led_reg <= ~led_reg;
end
assign led = led_reg;
endmodule
`timescale 1ns/1ps
module cdc_sync (
	input wire clk_dst,   
	input wire rst,       
	input wire signal_src,   
	output reg signal_dst    
); 
	reg sync_ff1, sync_ff2;
	always @(posedge clk_dst or posedge rst) begin
		if (rst) begin
			sync_ff1 <= 1'b0;
			sync_ff2 <= 1'b0;
			signal_dst <= 1'b0;
		end else begin
			sync_ff1 <= signal_src;   
			sync_ff2 <= sync_ff1;     
			signal_dst <= sync_ff2;   
		end
	end
endmodule
`timescale 1ns/1ps
module fifo (
	clk_rx,   
	clk_tx,   
	rst,      
	wr_en,    
	rd_en,    
	data_in,  
	data_out,   
	empty       
);
parameter DATA_WIDTH = 8;
parameter DEPTH = 16;
input wire clk_rx;   
input wire clk_tx;   
input wire rst;      
input wire wr_en;    
input wire rd_en;    
input wire [DATA_WIDTH-1:0] data_in;   
output reg [DATA_WIDTH-1:0] data_out;   
output wire empty;   
reg [DATA_WIDTH-1:0] mem [0: DEPTH-1];
reg [$clog2(DEPTH)-1:0] wr_ptr;
reg [$clog2(DEPTH)-1:0] rd_ptr;
reg [$clog2(DEPTH):0] count;   
assign empty = (count == 0);
always @(posedge clk_rx or posedge rst) begin
	if (rst) begin
		wr_ptr <= 0;
		count <= 0;   
	end else begin
		if (wr_en) begin
		    mem[wr_ptr] <= data_in;
		    wr_ptr <= wr_ptr + 1;
			 if (count < DEPTH)
				 count <= count + 1;   
		end
	end
end
always @(posedge clk_tx or posedge rst) begin
	if (rst) begin
		rd_ptr <= 0;
		data_out <= 0;
	end else begin
	    if (rd_en && !empty) begin
		    data_out <= mem[rd_ptr];
		    rd_ptr <= rd_ptr + 1;
			 count <= count - 1;   
		 end
	end
end
endmodule	
```
==> flow_metrics.env <==
# source this file to load flow results
export IMPL_synth_seq_cells=160
export IMPL_ys_chip_area_um2=6310
export IMPL_status="aborted with a tool error"
export IMPL_yosysTopAreaCellShare_pct=63.3
export IMPL_topCellsByArea="edfxtp_1 (63%), dfrtp_1 (11%), a22oi_1 (2.4%)"
export IMPL_postSynth_topFlopCell="edfxtp_1"
export IMPL_netlist_cell_types=50
export IMPL_synth_warning_count=4
export IMPL_haltStage="1_2_yosys"
export IMPL_synth_edff_count=133
export IMPL_synth_async_sr_flop_share_pct=16.9
export IMPL_ys_cells=411
export IMPL_yosys_area_top_type="edfxtp_1"
export IMPL_synth_seq_share_pct=74.0
export IMPL_error="ERROR: Found 5 problems in 'check -assert'."
==> cell usage after synthesis, types with 2 or more instances <==
cell type / n
nand3_1: 9
inv_1: 8
buf_1: 2
xnor2_1: 8
nand2_1: 34
edfxtp_1: 133
o21ai_1: 4
a22o_1: 10
and2_1: 16
o22ai_1: 11
clkbuf_1: 12
buf_2: 5
nor2b_1: 3
nor2_1: 8
dfrtp_1: 27
mux2i_1: 4
nand4_1: 3
a21oi_1: 15
a222oi_1: 6
and3_1: 5
a221oi_1: 5
a22oi_1: 20
mux2_2: 4
xor2_1: 4
nor3_1: 4
o21ai_0: 13
o2bb2ai_1: 2
ha_1: 10
buf_6: 3
nand2b_1: 3
==> kinds of logic after synthesis <==
| logic type | share of synthesized area [%] |
|---|---|
| multiplexers | 1.35 |
| flip-flops | 74.0 |
| adder cells (fa/ha/maj) | 1.98 |
| AND-OR/OR-AND | 11.2 |
| XOR/XNOR | 1.66 |
| buffers and inverters | 2.36 |
| AND/OR/NAND/NOR | 7.51 |
